**flow/design.v**
```verilog
`timescale 1ns / 100ps
module counter(
	input clk,
	input rst,
	input enable,
	input direction,
	output [7:0]counter_out
    );
	reg [7:0]counter_out;
	always@(posedge clk)
        begin
	 if (rst) begin
	 counter_out<=0;
	 end
	 else begin
	 counter_out<=(enable==0)?counter_out:
	 (direction==1)?counter_out+1:
	 counter_out-1;
	 end
	end
endmodule
```
**flow/run.sh**
```bash
#!/bin/bash
# OpenROAD 26Q1-2900-gdf79404cd8, Yosys 0.63+post, stock flow scripts
make -C /OpenROAD-flow-scripts/flow DESIGN_CONFIG=/design/flow/config.mk WORK_HOME=/design/flow/orfs finish
```
**flow/config.mk**
```make
export PLATFORM = sky130hd
export DESIGN_NAME = counter
export DESIGN_NICKNAME = counter
export VERILOG_FILES = /design/flow/design.v
export SDC_FILE = /design/flow/constraint.sdc
export NUM_CORES = 4
export LEC_CHECK = 1
export CORE_AREA = 10 10 70 70
export DIE_AREA = 0 0 80 80
```
**flow/constraint.sdc**
```tcl
current_design counter

set clk_period 4.4
set clk_io_pct 0.2

create_clock -name clk0 -period $clk_period [get_ports {clk}]

set non_clock_inputs [all_inputs -no_clocks]
set_input_delay [expr $clk_period * $clk_io_pct] -clock clk0 $non_clock_inputs
set_output_delay [expr $clk_period * $clk_io_pct] -clock clk0 [all_outputs]
```
==> reports/metrics.yaml <==
outcome:
  status: "completed"
floorplan:
  design.die.area_mm2: 0.006400
  top_level_ports: 12
  die.size.y_um: 80
  die-width_um: 80
  floorplanUtilization_pct: 16.70
  floorplan.rows: 21
  coreArea_mm2: 0.003416
logic_synthesis:
  edf_count: 0
  flop_cell: "dfxtp_1"
  number_of_cell_instances_after_yosys_synthesis: 65
  syn_inst: 65
  synth_area_per_cell_um2: 8.778
  synthesis.area_um2: 570.5
  synth_async_sr_flop_share_pct: 0
  post_synth_main_area_contributors: "dfxtp_1, ha_1, mux2i_1"
  summed_standard_cell_area_reported_by_yosys_um2: 570.5
  count_of_cell_types_in_the_netlist: 27
  synth.largest_area_cell: "dfxtp_1"
  synthTopCellsByCount: "dfxtp_1, nor2_1, nand2_1, ha_1"
  synth_top_area_share_pct: 28.07
  numSynthFlops: 8
  yosys.stat.seqShare_pct: 28.07
  synth-warning-count: 1
pwr:
  p_comb_share_pct: 41.0
  seqPwrFrac_pct: 37.0
  peakVddDrop_uv: 165.9
  power_report.internal_total_w: 0.0001734
  switching_share_pct: 32.00
  total_net_switching_power_w: 0.00008160
  power_density_of_the_placed_cells_mw_per_mm2: 339.1
  power.clock.fraction_pct: 22.1
  p_leak_nw: 0.3107
clocking:
  htreeDepth: 1
  cts-root-to-sink-buffers: 2
  cts_tree: "done"
  clk_sink_count: 8
  postCtsSetupRepairBufs: 0
  post_cts_resize_count: 0
  clkTransAtPathRegs_ns: 0.06
  numCtsBuffers: 3
  clkLatencyLatePin_ns: 0.25
  cts-hold-fix-buffers: 0
  clock_tree.root_cell: "clkbuf_4"
global_route:
  global_route.overflow_total: 0
  grt_first_pass_wirelength_mm: 2.249
  first_global_vias: 492
  groute.usage.overall_pct: 4.220
  grt_start_max_net_pins: 15
  antenna_found_initial: 0
worst_setup_path:
  worst_path_max_delay_cell: "clkdlybuf4s50_1"
  setup.worst_path.end_class: "flip-flop"
  worst-path-buf-inv: 2
  worstPathRequired_ns: 4.54
  worst-endpoint-arrival_ns: 2.84
  reg2reg_from: "counter_out[4]"
  slowest_delay_ns: 0.47
  critical_path_peak_fanout: 8
  worstPathCellList: "clkdlybuf4s50_1 -> inv_1 -> ha_1 -> a21oi_2 -> o21ai_1 -> a21oi_2 -> mux2i_1 -> mux2_1"
  path_common_cell: "a21oi_2"
  timing.critical_path.from: "direction"
  cp_top_family: "buffers and inverters"
  timing.setup.critical_path_class: "primary input to flip-flop"
  timing.critical_path.from_type: "primary input"
timing:
  max_slew.worst_pin.slew_ns: 0.5650
  unrepaired_setup_endpoints_after_global_routing: "false"
  maxSlewHeadroom_pct: 62.21
  fin_worst_skew_ns: 0.004283
  fin_worst_hold_slack_ns: 0.5085
  period_utilization_post_route_pct: 61.43
  fmax_mhz: 370.0
  finalSetupTns_ns: 0
  drv_slew: 0
  finalHoldViolCount: 0
  period_needed_ns: 2.703
  setup_failing_eps_final: 0
layout:
  layout_top_registers: "counter_out x8"
  final_core_util_pct: 22.01
  flip_flop_count_of_the_largest_register_after_layout: 8
  non_filler_cell_area_final_um2: 752.0
  drive_gt1_share_pct: 10.39
  largest_register: "counter_out"
  area_added_between_synthesis_and_finish_pct: 31.80
detailed_routing:
  antenna_cells: 0
  drt-initial-drc-count: 1
  drt_first_pass_iters: 4
  detail_route.drc_violations: 0
  drt_wl_cell_um: 9.976
  vias_per_cell: 3.837
  finalWirelength_mm: 1.227
  postRouteAntennaNets: 0
  num_vias: 472
flow_run:
  log.warning_count: 25
  drv.max_cap_violation_count: 0
place:
  detailed_place_hpwl_um: 971.3
  placed_instance_area_um2: 729.5
  weighted_congestion_reported_at_the_end_of_routability_driven_placement: 0.8258
  buffer_ports.inserted: 11
min_path:
  min_from: "counter_out[5]"
  hold_class: "flip-flop to flip-flop"
[layer usage]
metal	vias up	GRT usage, %	routed length (um)
met5	-	0	0
met1	211	5.288	607
li1	251	-	-
met4	0	0.3521	0
met3	0	2.386	117
met2	10	6.421	502
[worst paths after layout]
| check | to | slack, ns | cells after the start |
|---|---|---|---|
| max | counter_out[7] | 1.70 | 8 |
| min | counter_out[5] | 0.51 | 2 |
| max reg2reg | counter_out[7] | 2.70 | 6 |
| min reg2reg | counter_out[5] | 0.51 | 2 |
[cells by family after synthesis]
logic type / Yosys count / share of synthesized area (%)
buf+inv: 4 / 2.850
flops: 8 / 28.07
simple gates: 23 / 19.74
fa+ha+maj: 7 / 16.67
xor+xnor: 5 / 7.677
compound gates: 13 / 16.01
mux: 5 / 8.991
[through the flow]
stage	power [W]	std cells	worst slack, ns
6_report	0.0002550	123	1.697
5_1_grt	0.0002803	123	1.556
4_1_cts	0.0002614	123	1.699
3_5_place_dp	0.0002020	120	1.430
3_3_place_gp	0.0001988	120	1.440
2_1_floorplan	0.0001634	65	2.020
[worst register-to-register path, cell delays in order (launching register included)]
cell and delay (ns):
dfxtp_1 0.32, ha_1 0.35, a21oi_2 0.17, o21ai_1 0.09, a21oi_2 0.12, mux2i_1 0.20, mux2_1 0.33
[power by group through the flow]
stage	Combinational (W)	Sequential [W]	Clock [W]
4_1_cts	0.000107	0.0000945	0.0000600
5_1_grt	0.000120	0.0000967	0.0000638
6_report	0.000104	0.0000942	0.0000563
[placed cells by master, fill, tap and decap left out, drive strengths merged]
cell type / n
xor2: 2
mux2: 1
nor3b: 2
nand2: 8
fa: 1
a21oi: 5
dfxtp: 8
nand2b: 2
nor2b: 1
nor2: 8
a31oi: 2
mux2i: 4
xnor2: 3
o211ai: 1
nand4bb: 1
a21o: 1
inv: 2
ha: 6
o22ai: 1
clkbuf: 3
a211oi: 1
nand3: 1
clkdlybuf4s50: 11
o21ai: 2
[final cells by class]
type	instances	area, um2
Timing Repair Buffer	11	110.1
Fill cell	388	2664
Clock buffer	3	22.52
Sequential cell	8	160.2
Tap cell	46	57.56
Inverter	2	7.507
Multi-Input combinational cell	53	394.1
Power figures rest on the tool's default switching activity, not on a simulated workload.
